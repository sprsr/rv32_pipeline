### flow/config.mk
export PLATFORM = sky130hd
export DESIGN_NAME = PC
export DESIGN_NICKNAME = PC
export VERILOG_FILES = /design/flow/design.v
export SDC_FILE = /design/flow/constraint.sdc
export NUM_CORES = 4
export LEC_CHECK = 1
export CORE_UTILIZATION = 50
export SYNTH_MEMORY_MAX_BITS = 65536
### flow/run.sh
#!/bin/bash
# OpenROAD 26Q1-2900-gdf79404cd8, Yosys 0.63+post, stock flow scripts
make -C /OpenROAD-flow-scripts/flow DESIGN_CONFIG=/design/flow/config.mk WORK_HOME=/design/flow/orfs finish
### flow/design.v
module PC(
  input         clk,      
  input         rst,      
  input         stall,
  input         sel_pc,   
  input  [31:0] in_pc,    
  input  [31:0] in_alu,   
  output [31:0] pc_nxt,   
  output [31:0] pc,        
  output [31:0] instr_fetch
);
    reg [31:0] w_pc;
    reg [31:0] w_pc_nxt;
    reg [31:0]  r_memory [0:1023];
    reg [31:0] r_instr_fetch; 
    assign pc = w_pc;
    assign pc_nxt = w_pc_nxt;
    assign instr_fetch = r_instr_fetch;
    initial begin
        r_memory[0] <= 32'b0;
        r_memory[1] <= 32'b00000000001000011110000110010011;
        r_memory[2] <= 32'b00000000010000011110000110010011;
        r_memory[3] <= 32'b00000000001000010100000100110011;
        r_memory[4] <= 32'b00000000100000010000000110010011;
        r_memory[5] <= 32'b00000000100000010000001000010011;
        r_memory[6] <= 32'b00000000010000011000010001100011;
        r_memory[7] <= 32'b00000000000100010110000100010011;
        r_memory[8] <= 32'b00000000000100010110000100010011;
        r_memory[9] <= 32'b00000000000100010110000100010011;
        r_memory[10] <= 32'b00000000000100010110000100010011;
        r_memory[11] <= 32'b00000000000100010110000100010011;
        r_memory[12] <= 32'b00000000000100010110000100010011;
        r_memory[13] <= 32'b00000000000100010110000100010011;
        r_memory[14] <= 32'b00000000010000011110000110010011;
    end
    always @(posedge clk or posedge rst) begin
        if (rst) begin
            w_pc <= 0;   
            w_pc_nxt <=0;
            r_instr_fetch <= 32'h0;
        end else begin
            if (sel_pc) begin
            w_pc <= in_alu;           
            w_pc_nxt <= in_alu + 'd1;
            r_instr_fetch <= r_memory[in_alu];
            end else begin
                w_pc <= in_pc;           
                w_pc_nxt <= in_pc + 'd1;
                r_instr_fetch <= r_memory[in_pc];
            end
        end
    end
endmodule
### flow/constraint.sdc
current_design PC

set clk_period 1.0
set clk_io_pct 0.2

create_clock -name clk0 -period $clk_period [get_ports {clk}]

set non_clock_inputs [all_inputs -no_clocks]
set_input_delay [expr $clk_period * $clk_io_pct] -clock clk0 $non_clock_inputs
set_output_delay [expr $clk_period * $clk_io_pct] -clock clk0 [all_outputs]
==> out/metrics.yaml <==
gp_congestion: 0.922
synth_top_area_share: 0.537
synthFlopType: "dfrtp_1"
synth_area_per_cell_um2: 11.5
floorplan.core_util: 0.526
port_buffers: 147
yosysSeqAreaShare: 0.537
error_line: "[ERROR DPL-0036] Detailed placement failed."
synth-edff-count: 0
synth_area_leader_cell: "dfrtp_1"
grt_max_degree: 46
ios: 164
outcome.stop_stage: "5_1_grt"
synth_cells: 316
numClockSinks: 78
clk_path_buf_depth: 2
synth_chip_area_um2: 3630
postSynth.asyncResetShare: 1.00
synth-seq-cells: 78
dpl_cell_area_um2: 5920
ys_types: 48
worstEpCategory: "register input"
synth-warning-count: 1
cts_root_buf: "clkbuf_8"
rows: 30
dp_hpwl_um: 8020
numCtsBuffers: 9
grt-worst-endpoint: "w_pc_nxt[26]$_DFF_PP0_/D"
die_h_um: 87.3
ys_cells: 316
status: "stopped before the end"
syn_area_um2: 3630
htreeDepth: 3
die_w_um: 87.3
top_cells_by_area: "dfrtp_1 (54%), mux2_2 (5.0%), buf_4 (3.7%), xnor2_1 (3.6%), nand2_1 (3.4%)"
logic make-up after synthesis:
family / count (synthesis) / synth area share
AND/OR/NAND/NOR: 99 / 0.150
flip-flops: 78 / 0.537
buffers and inverters: 43 / 0.0737
AND-OR/OR-AND: 34 / 0.0675
XOR/XNOR: 28 / 0.0675
multiplexers: 26 / 0.0795
adder cells (fa/ha/maj): 7 / 0.0241
other: 1 / 0.00103
cell usage after synthesis (all sizes together), types with 2 or more instances:
cell	count
xnor2	15
nand2	33
nand4b	4
inv	15
nor2	10
and3	3
dfrtp	78
mux2i	9
nor2b	3
a21oi	6
nor3b	2
nand3b	4
a31oi	2
nand4	8
nand2b	3
mux2	17
buf	24
a21o	3
ha	7
xor2	13
nand3	16
o21ai	10
a22oi	2
nor3	8
o22ai	2
clkbuf	3
a32o	2
timing repair:
item | in CTS
hold buffers | 0
resized | 405
setup buffers | 36
hold endpoints to repair | 0
cloned | 1
pin swaps | 53
endpoints found under the setup margin | 143
stage by stage:
step	setup WS [ns]	power, mW	util	cells
3_5_place_dp	-1.29	5.30	0.857	633
2_1_floorplan	-1.20	4.10	-	330
3_3_place_gp	-1.19	5.25	0.857	633
4_1_cts	-0.566	7.30	0.921	680
No activity file was given, so power comes from the tool's default toggle rates.
