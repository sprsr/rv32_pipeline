==> flow/design.v <==
module instr_mgr(
    input        clk,
    input        rst,
    input [31:0] instr_fetch,
    input [31:0] instr_de,
    input [31:0] instr_exe,
    input [31:0] alu_out_exe,
    input [31:0] pc_exe,
    input [31:0] instr_acc,
    input [31:0] alu_out_acc,
    input [31:0] dmem_out_acc,
    input [31:0] instr_wb,
    input [31:0] data_d_wb,
    input [31:0] pc_4_acc,
    input        br_success,
    output       stall,
    output       hazard_a,
    output       hazard_b,
    output       pc_sel,
    output[31:0] data_a_mgr,
    output[31:0] data_b_mgr
);
reg       r_false_path;
reg       r_stall;
reg       r_pc_sel;
reg       r_hazard_a;
reg       r_hazard_b;
reg [5:0] r_conflict_map;
reg [2:0] r_wb_acc;
reg [2:0] r_wb_exe;
reg [2:0] r_wb_wb;
reg [31:0] r_data_mgr;
reg [31:0] r_data_a_mgr;
reg [31:0] r_data_b_mgr;
assign pc_sel = r_pc_sel;
assign stall = r_stall;
assign hazard_a = r_hazard_a;
assign hazard_b = r_hazard_b;
assign data_a_mgr = r_data_a_mgr;
assign data_b_mgr = r_data_b_mgr;
function [2:0] write_back_check;
    input [31:0] instruction;
    case (instruction[6:0])
        7'b0110111: begin
            write_back_check  = 2'b01;
        end
        7'b0010111: begin
            write_back_check  = 2'b01;
        end
        7'b1100111: begin
            write_back_check  = 2'b10;
        end
        7'b1100011: begin
            write_back_check  = 2'bx;
        end
        7'b0000011: begin
            write_back_check  = 2'b0;
        end
        7'b0100011: begin
            write_back_check  = 2'b0;
        end
        7'b0010011: begin
            write_back_check  = 2'b1;
        end
        7'b0110011: begin
            write_back_check  = 2'b1;
        end
        default: begin
            write_back_check  = 2'b11;
        end
    endcase
endfunction
always @(posedge clk or posedge rst) begin
    if (rst) begin
        r_conflict_map = 6'b0;
        r_stall = 1'b0;
        r_hazard_a = 1'b0;
        r_hazard_b = 1'b0;
        r_wb_acc   = 4'h0;
        r_wb_exe   = 4'h0;
        r_data_mgr = 32'hx;
        r_data_a_mgr = 32'hx;
        r_data_b_mgr = 32'hx;
    end else begin
        r_conflict_map = 6'h0;
        r_pc_sel = 1'b0;
        r_stall = 1'b0;
        r_hazard_a = 1'b0;
        r_hazard_b = 1'b0;
        if (instr_wb[11:7] == instr_de[19:15]) begin
            r_conflict_map[5] = 1'b1;
        end if (instr_wb[11:7] == instr_de[24:20]) begin
            r_conflict_map[4] = 1'b1;
        end 
        if (instr_acc[11:7] == instr_de[19:15]) begin
            r_conflict_map[3] = 1'b1;
        end if (instr_acc[11:7] == instr_de[24:20]) begin
            r_conflict_map[2] = 1'b1;
        end 
        if (instr_exe[11:7] == instr_de[19:15]) begin
            r_conflict_map[1] = 1'b1;
        end if(instr_exe[11:7] == instr_de[24:20]) begin
            r_conflict_map[0] = 1'b1;
        end
        if (r_conflict_map[1] || r_conflict_map[0]) begin
            r_wb_exe = write_back_check(instr_exe);
            case (r_wb_exe)
                3'b00: begin
                    r_stall = 1'b1;
                    r_data_mgr = 32'hx;
                end
                3'b01: begin
                    r_data_mgr = alu_out_exe;
                end
                3'b10: begin
                    r_data_mgr = pc_exe + 1'b1;
                end
                default: begin
                    r_data_mgr = 32'hx;
                end
            endcase
            if (r_conflict_map[1] && r_wb_exe != 3'b11) begin
                r_data_a_mgr = r_data_mgr;
                r_hazard_a = 1'b1;
            end else if (r_conflict_map[0] && r_wb_exe != 3'b11) begin
                r_data_b_mgr = r_data_mgr;
                r_hazard_b = 1'b1;
            end
        end 
        if (r_conflict_map[3] || r_conflict_map[2]) begin
            r_wb_acc = write_back_check(instr_acc);
            case (r_wb_acc)
                3'b00: begin
                    r_data_mgr = dmem_out_acc;
                end
                3'b01: begin
                    r_data_mgr = alu_out_acc;
                end
                3'b10: begin
                    r_data_mgr = pc_4_acc;
                end
                default: begin
                    r_data_mgr = 32'hx;
                end
            endcase
            if (r_conflict_map[3] && !r_conflict_map[1] &&  r_wb_acc != 3'b11) begin
                r_data_a_mgr = r_data_mgr;
                r_hazard_a = 1'b1;
            end else if (r_conflict_map[2] && !r_conflict_map[0] &&  r_wb_acc != 3'b11) begin
                r_data_b_mgr = r_data_mgr;
                r_hazard_b = 1'b1;
            end
        end
        if (r_conflict_map[5] || r_conflict_map[4]) begin
            r_wb_wb = write_back_check(instr_wb);
            if (r_conflict_map[5] && !r_conflict_map[3] && !r_conflict_map[1] &&  r_wb_wb != 3'b11) begin
                r_data_a_mgr = data_d_wb;
                r_hazard_a = 1'b1;
            end else if (r_conflict_map[4] && !r_conflict_map[2] && !r_conflict_map[0] &&  r_wb_wb != 3'b11) begin
                r_data_b_mgr = data_d_wb;
                r_hazard_b = 1'b1;
            end
        end
       case (instr_exe[6:0])
            7'b1101111: begin
                r_pc_sel <= 1'b1;
                r_stall <= 1'b1;
            end
            7'b1101111: begin
                r_pc_sel <= 1'b1;
                r_stall <= 1'b1;
            end
            7'b1100011: begin
                if (br_success)
                    r_pc_sel <= 1'b1;
                    r_stall <= 1'b1;
            end
            default: r_pc_sel <= 1'b0;
        endcase
    end
end
endmodule
==> flow/run.sh <==
#!/bin/bash
# OpenROAD 26Q1-2900-gdf79404cd8, Yosys 0.63+post, stock flow scripts
make -C /OpenROAD-flow-scripts/flow DESIGN_CONFIG=/design/flow/config.mk WORK_HOME=/design/flow/orfs finish
==> flow/config.mk <==
export PLATFORM = sky130hd
export DESIGN_NAME = instr_mgr
export DESIGN_NICKNAME = instr_mgr
export VERILOG_FILES = /design/flow/design.v
export SDC_FILE = /design/flow/constraint.sdc
export NUM_CORES = 4
export LEC_CHECK = 1
export CORE_AREA = 10 10 241 241
export DIE_AREA = 0 0 251 251
==> flow/constraint.sdc <==
current_design instr_mgr

set clk_period 1.6
set clk_io_pct 0.2

create_clock -name clk0 -period $clk_period [get_ports {clk}]

set non_clock_inputs [all_inputs -no_clocks]
set_input_delay [expr $clk_period * $clk_io_pct] -clock clk0 $non_clock_inputs
set_output_delay [expr $clk_period * $clk_io_pct] -clock clk0 [all_outputs]
==> run notes <==
Reports from this run.

- The run finished, with violations left.
- The final reports fail on negative setup slack.
- The root buffer cell is sky130_fd_sc_hd__clkbuf_16.
- Setup repair after global routing could not meet its margin everywhere.
- From left edge to right edge, the die measures 251 um.
- The placeable core region reads 52,700 um2.
- The number of flops mapped to enable cells by yosys is 1.
- The number of pins exceeding their max-slew limit in the final report reads 0.
- The total of max-cap violations reads 0.
- Looking at the power breakdown, sequential logic takes 29.5% of the total.
- The clock buffer count from CTS is 9.
- The worst path setup slack after routing is -0.640 ns.
- The reported net switching power is 2550 uW.
- Sorting the synthesized cells by area gives the leading types as sky130_fd_sc_hd__dfrtp_1, sky130_fd_sc_hd__o31ai_1, sky130_fd_sc_hd__nand2_1.
- The fraction of the core area occupied by cells at floorplan reads between 10% and 20%.
- The synthesized netlist contains 63 unique library cells.
- The hold buffer count at CTS is 0.
- For reference, the final report shows the hold violation count at 0.
- The critical path data required time is approximately 1.9 ns.
- The total via count after detailed routing reads 8,756.
- The power density relative to cell area is about 570 nW/um2.
- Per the OpenROAD floorplan log, the area of the die is 63,000 um2.
- The number of sinks handled by clock tree synthesis reads 68.
- Yosys stat counts 775 cells in the synthesized netlist.
- The synthesized instance count is 775.
- The class of the tightest hold or removal check is in2async.
- The largest net degree at the start of global routing reads 51.
- The global-route wire length before repair reads 65,200 um.
- The number of DRC violations after detailed routing is 0.
- The proportion of synthesized flip-flops having asynchronous set or reset is 98.5%.
- The startpoint type of the worst setup path reads an input port.
- The slew at the pin closest to its max-slew limit reads 0.522 ns.
- The switching share of power reads 30.9%.
- In the routed layout, each cell is associated on average with a via count of 4.31.
- The first-iteration detailed-routing DRC count is roughly 530.
- The mean post-synth cell area is between 7 and 8 um2.
- Summed over all nets, the half-perimeter wirelength after detailed placement is 34,000 um.
- The number of warnings in the stage logs is ~140.
- The clock tree from TritonCTS is built.
- The count of warnings emitted by yosys reads 1.
- The post-synthesis chip area from yosys is just over 6000 um2.
- The highest clock frequency the design can meet is ~450 MHz.
- The final critical path time including I/O delays and setup is ~2.2 ns.
- The number of setup violations in the final report is about 66.
- The number of antenna-violating nets in the routed design is 0.
- The total global routing track utilization reads 14.3%.
- The initial antenna violation count came to 20.
- The tally of buffers added on design ports is roughly 310.
- TritonRoute output was used to compute an average wire per cell of 23.2 um.
- The number of global-route vias before repair was 8,996.
- The fraction of layout instances using a drive strength above 1 reads 42.0%.
- The post-route standard cell area excluding fillers is around 15,000 um2.
- The cell-internal power reads around 5700 uW.
- The wire length reported by the detailed router is 47,100 um.
- Synthesis inferred 68 register bits.
- For this run, the leading register cell type out of synthesis is sky130_fd_sc_hd__dfrtp_1.
- The netlist area before placement reads 6040 um2.
- Logged for this run, the post-placement worst setup slack is -1.46 ns.
- The clock-pin slew of the registers on the worst-case setup and hold paths reads 0.06 ns.
- The part of the total power dissipated in the clock network reads 27.8%.
- The largest driver fanout on the critical path is 5.
- The layout overhead on the synthesized area is 141%.
- The period utilization is 140%.
- The share of power burned in combinational logic is 42.7%.
- The relative slew slack reads 65.2%.
- The fill cell total of the finished layout is 5,400.
- STA classifies the critical path endpoint as a flip-flop.
- The placement summary gives the final routability congestion estimate as 0.843.
- The number of optimization iterations in the first detailed-route pass is 5.
- The area share of the largest cell type after synthesis reads 27.7%.
- Summing the sequential cell areas from Yosys gives between 20% and 30% of the chip area.
- Per the CTS log, the maximum H-tree level is 3.
- The critical path class reads in2reg.
- The overall overflow remaining after global route reads 0.
- Overall power consumption after layout is estimated at 8260 uW.
- On the final layout, the worst clock skew is 0 ns.
- The maximum buffer depth of the clock tree reads 2.
- The area after detailed placement reads 11,500 um2.
- The biggest area contributor in the post-synthesis netlist is sky130_fd_sc_hd__dfrtp_1.
- The clock network latency to the later pin of the worst-skew pair reads approximately 0.37 ns.
- The number of ports placed on the die boundary is roughly 420.
- The script extracted a total leakage power of a little over 0.006 uW.
- The die height is 251 um.
- Data arrives at the worst endpoint at roughly 2.5 ns.
- The maximum resistive drop on vdd reads 0.537 mV.
- The standard-cell row count reads between 80 and 90.
logic make-up after synthesis:
family / synth area share, %
DFF: 28.2
and+or+nand+nor: 23.2
xor gates and xnor gates: 7.25
AOI/OAI and AO/OA: 31.6
adders and majority gates: 0.621
buffers and inverters: 5.82
muxes: 3.27
flip-flops by register name, summed over array words and instances, names as in the netlist:
signal	cells
r_data_a_mgr	32
r_data_b_mgr	32
r_hazard_a	1
r_hazard_b	1
r_pc_sel	1
r_stall	1
per-stage QoR:
step,cells,setup TNS (ns),utilization [%],hold slack (ns)
floorplan,775,-34.18,-,0.435
global placement,1900,-91.31,21.8,0.560
detailed placement,1900,-90.48,21.8,0.568
CTS,2004,-30.40,26.4,0.415
global route,2029,-37.95,27.6,0.470
finish,2031,-33.11,27.6,0.422
timing repair:
action                                  CTS  global route
pin swaps                               109            64
buffers inserted                         76            20
endpoints found under the setup margin   91            75
cloned                                   18             3
gates resized                           441           111
per-layer routing:
layer / track usage [%] / up-vias / share of wire [%]
met3: 4.75 / 72 / 7.9
met2: 22.2 / 375 / 45
li1: - / 4060 / -
met5: 0 / - / 0.20
met4: 3.15 / 14 / 2.7
met1: 19.0 / 4235 / 44
power by group through the flow:
stage | Clock, uW | Combinational, uW | Sequential (uW)
global route | 2410 | 3780 | 2490
CTS | 2390 | 3290 | 2410
finish | 2300 | 3530 | 2440
Yosys cell counts, types with 22 or more instances:
library cell and n:
sky130_fd_sc_hd__o31ai_1 56, sky130_fd_sc_hd__o22ai_1 31, sky130_fd_sc_hd__nand3_1 45, sky130_fd_sc_hd__clkbuf_1 43, sky130_fd_sc_hd__nand2_1 109, sky130_fd_sc_hd__a22oi_1 37
sky130_fd_sc_hd__xnor2_1 28, sky130_fd_sc_hd__xor2_1 22, sky130_fd_sc_hd__dfrtp_1 67, sky130_fd_sc_hd__nor2_1 49, sky130_fd_sc_hd__o21ai_0 56
worst paths after layout:
check	from	end	slack (ns)	cells after the start
setup / recovery	instr_de[18]	r_data_b_mgr[24]	-0.64	11
hold / removal	rst	r_data_b_mgr[4]	0.42	3
setup reg to reg	r_data_b_mgr[1]	r_data_b_mgr[1]	0.49	4
hold reg to reg	r_data_a_mgr[3]	r_data_a_mgr[3]	0.58	2
max in group asynchronous	rst	r_data_a_mgr[22]	0.89	3
min in group clk0	instr_exe[3]	r_stall	0.47	5
cells in the final DEF, fill, tap and decap left out, drive strengths merged, types with 9 or more instances in the layout:
cell and instances:
a21o 15, clkdlybuf4s50 203, nor4 10, o211a 12, a22oi 37, nand4 11
nor2 50, mux2i 16, nand2 109, buf 319, inv 12, nand3 45
nor3 16, clkbuf 14, o21ai 59, a211oi 12, xor2 22, o22ai 31
o31ai 59, a21oi 16, dfrtp 67, diode 9, xnor2 28, dlygate4sd2 62
or4 11
worst max-delay path, cell delays in order:
cell                      delay (ns)
sky130_fd_sc_hd__buf_6          0.09
sky130_fd_sc_hd__xor2_1         0.15
sky130_fd_sc_hd__nor3_2         0.26
sky130_fd_sc_hd__buf_4          0.16
sky130_fd_sc_hd__or4b_4         0.49
sky130_fd_sc_hd__buf_6          0.14
sky130_fd_sc_hd__o21ai_4        0.20
sky130_fd_sc_hd__buf_12         0.16
sky130_fd_sc_hd__buf_16         0.14
sky130_fd_sc_hd__mux2i_2        0.23
sky130_fd_sc_hd__o31ai_1        0.10
area by class of cell:
cell class / instances / area [um2] / area share (%)
repair buffers: 604 / 6250 / 42.9
multi-input cells: 634 / 5350 / 36.8
flip-flops and latches: 68 / 1710 / 11.7
well taps: 688 / 861 / 5.91
clock buffers: 10 / 229 / 1.57
clock inverters: 6 / 87.6 / 0.602
inverters: 12 / 48.8 / 0.335
diodes: 9 / 22.5 / 0.155
Power and IR drop assume default switching activity.
